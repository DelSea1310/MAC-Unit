**flow/design.v**
```verilog
module product(
    input wire clk,                   
    input wire reset,                 
    input wire [15:0] A,              
    input wire [15:0] B,              
    input wire MAC_START,             
    output reg [39:0] MAC_ACC,        
    output reg mac_start_latch,       
    output reg mac_done, 
    output reg [4:0] bit_counter  
);
    reg [31:0] product;               
    always @(posedge clk) begin
        if (reset) begin
            MAC_ACC <= 40'd0;         
            product <= 32'd0;         
            mac_start_latch <= 1'b0;  
            mac_done <= 1'b0;         
            bit_counter <= 5'd0;      
        end else begin
            if (MAC_START && !mac_start_latch) begin
                mac_start_latch <= 1'b1;  
                mac_done <= 1'b0;        
                product <= 32'd0;        
                bit_counter <= 5'd0;     
            end
            if (mac_start_latch && !mac_done) begin
              if (bit_counter < 16) begin
                    if (B[bit_counter]) begin
                        product <= product + ({16'd0, A} << bit_counter);
                    end
                    bit_counter <= bit_counter + 1;  
                end else begin
                    MAC_ACC <= MAC_ACC + {8'd0, product};  
                    mac_done <= 1'b1;        
                    product <= 32'd0;
                end
            end
            if (!MAC_START) begin
                mac_start_latch <= 1'b0;
            end
        end
    end
endmodule
```
**flow/run.sh**
```bash
#!/bin/bash
# OpenROAD 26Q1-2900-gdf79404cd8, Yosys 0.63+post, stock flow scripts
make -C /OpenROAD-flow-scripts/flow DESIGN_CONFIG=/design/flow/config.mk WORK_HOME=/design/flow/orfs finish
```
**flow/config.mk**
```make
export PLATFORM = sky130hd
export DESIGN_NAME = product
export DESIGN_NICKNAME = product
export VERILOG_FILES = /design/flow/design.v
export SDC_FILE = /design/flow/constraint.sdc
export NUM_CORES = 4
export LEC_CHECK = 1
export CORE_UTILIZATION = 40
```
**flow/constraint.sdc**
```tcl
current_design product

set clk_period 14.9
set clk_io_pct 0.2

create_clock -name clk0 -period $clk_period [get_ports {clk}]

set non_clock_inputs [all_inputs -no_clocks]
set_input_delay [expr $clk_period * $clk_io_pct] -clock clk0 $non_clock_inputs
set_output_delay [expr $clk_period * $clk_io_pct] -clock clk0 [all_outputs]
```
==> reports/metrics.csv <==
metric,value,unit
outcome,finished clean,
Max Clock Freq,0.1506,GHz
Tool Warnings,25,
Flop pwr share,39.2,%
P_int,0.4115,mW
CTS clock-pin slew for the worst setup and hold paths,0.06,ns
core area,0.01730,mm²
"Hold Vio Cnt, Final",0,
final setup vio count,0,
initial antenna violation count,0,
yosys simple share,20.27,%
# diodes,0,
clk root buf,clkbuf_16,
row count,48,
Die Area,0.01830,mm²
Dominant flop cell,dfxtp_1,
Hold Buf Count CTS,0,
arrival time worst endpoint,6.88,ns
Yosys reg bits,79,
grt total ovfl,0,
fin cells,1211,
dpl cells,1196,
Peak supply drop,0.05624,mV
area delta synth->final,18.07,%
Overall Power,0.5536,mW
Logic family by area,AND-OR/OR-AND gates,
Post-CTS Setup Bufs,0,
fp util,41.07,%
GRT Total Usage,22.07,%
yosys stat area,0.007104,mm²
Comb power frac,15.9,%
Placer Congestion,0.9526,
Setup Skew,0.009060,ns
Final Cycle Share,44.57,%
critical path capture point type,register,
unrepaired setup endpoints after global routing,false,
total number of yosys warnings,1,
TritonCTS buffer count,9,
Slew Limit Fails,0,
Vias per Instance,5.619,
hold crit path type,reg2reg,
Initial DRC Count,301,
Post-synth mux share,6.147,%
DP HPWL,14.55,mm
vias in the first global route,6333,
pre-CTS WS,7.975,ns
WL/cell,15.82,µm
DRC Markers,0,
global-route wire length before repair,31.70,mm
startpoint class of the critical path,input port,
Clk network pwr share,44.8,%
via count,6805,
Leak,3.492,nW
syn avg cell area,7.672,µm²
"area leader, netlist",dfxtp_1,
number of enable flip-flop cells,0,
relative slew slack,49.02,%
XORs/XNORs by Area,6.411,%
pwr dens,65.99,mW/mm²
"Seq/Total Area, Yosys",22.26,%
Least-Margin Pin Slew,0.7454,ns
post-route ant nets,0,
NetSw,0.1421,mW
Cell area leaders,"dfxtp_1 22%, ha_1 11%, a21oi_1 6.8%",
# clock sinks,79,
setup slack after layout,8.259,ns
library cells used by synthesis,67,
Max clock buf depth,2,
Period minus WS final,6.641,ns
max_cap viols,0,
drt total wl,19.16,mm
Synth async-reset ratio,0,%
Worst Path Max Fanout,6,
post-cts sizing count,0,
Top cell area share,22.26,%
die height,135.3,µm
switching fraction of total power,25.67,%
aoi share,28.85,%
Top Layout Cells,"106 x nand2_1, 96 x a21oi_1, 93 x nor2_1",
Gate Count Post-Synth,926,
Yosys Instances,926,
H-Tree Depth,3,
Final TNS setup,0,ns
length of the first detailed-routing pass in iterations,4,
data required time of the critical path,15.14,ns
CTS tree,yes,
share of cells above drive strength 1,5.984,%
largest net degree at the start of global routing,64,
Die X,135.3,µm
Post-Synth Adder-Cell Area,11.84,%
total I/O pin count,82,
most frequent logic cell in the layout,nand2_1,
PortBufs,81,
critical path class,in2reg,
area of the mapped netlist,0.007104,mm²
clk latency late pin,0.35,ns
## through the flow
step / area [µm²] / utilization [%] / hold slack, ns
after CTS: 8388 / 48.50 / 0.4793
after floorplan: 7104 / - / 0.4329
after global placement: 8056 / 46.58 / 0.4687
final: 8388 / 48.50 / 0.4726
after detailed placement: 8056 / 46.58 / 0.4701
after global routing: 8388 / 48.50 / 0.4919
## cell usage after synthesis, types with 4 or more instances
cell type	instances
nand2_1	106
a21oi_1	96
nor2_1	93
dfxtp_1	79
ha_1	64
o21ai_0	53
clkbuf_1	32
xnor2_1	31
a21o_1	29
nand3_1	25
a22o_1	21
inv_1	21
xor2_1	21
mux2i_1	20
nor2b_1	18
a211oi_1	17
a31oi_1	15
nor3_1	14
or3_1	12
nand2b_1	11
a22oi_1	9
mux2_2	9
nand4_1	9
o21a_1	9
o22ai_1	9
mux4_2	6
o21bai_1	6
a32oi_1	5
and3_1	5
buf_1	5
a211o_1	4
a21boi_0	4
buf_2	4
nand3b_1	4
nor3b_1	4
o211ai_1	4
or2_2	4
## power groups by stage
stage     registers, mW  clock network [mW]  logic [mW]
4_1_cts           0.217               0.257      0.0881
5_1_grt           0.217               0.265      0.0986
6_report          0.217               0.248      0.0882
## worst max-delay path, stage by stage
cell             delay (ns)
clkdlybuf4s50_1        0.46
mux4_2                 0.51
mux2i_1                0.19
mux2i_1                0.13
nor2b_1                0.16
ha_1                   0.37
a21o_1                 0.23
a21o_1                 0.18
a221o_1                0.30
a311oi_1               0.40
o41ai_1                0.16
a21oi_1                0.30
o21ai_0                0.14
xor2_1                 0.17
a22o_1                 0.19
## flip-flops by register name (all words and copies together), names as in the netlist
| signal | count |
|---|---|
| mac_start_latch | 1 |
| mac_done | 1 |
| product | 32 |
| bit_counter | 5 |
| MAC_ACC | 40 |
## layout make-up
class | instances | area [µm²]
clock inverter | 3 | 65.06
inverter | 22 | 82.58
fill | 1694 | 8909
multi-input combinational | 778 | 5223
tap | 225 | 281.5
clock buffer | 12 | 266.5
timing repair buffer | 92 | 888.4
sequential | 79 | 1582
## worst paths after layout
check | from | to | slack [ns] | depth (start not counted)
max | A[8] | product[28] | 8.26 | 15
min | MAC_ACC[7] | MAC_ACC[7] | 0.47 | 2
max reg2reg | bit_counter[0] | product[28] | 10.57 | 15
min reg2reg | MAC_ACC[7] | MAC_ACC[7] | 0.47 | 2
## metal layers
layer,vias up,track usage [%],part of all wire [%]
li1,3519,-,-
met1,3124,30.66,46
met2,134,37.24,47
met3,28,2.902,4.1
met4,0,4.182,2.2
met5,-,0,0
## logic make-up after synthesis
logic type      after synthesis
fa+ha+maj                    66
simple gates                314
compound gates              311
flops                        79
buf+inv                      69
xor+xnor                     52
mux                          35
No activity file was given, so power comes from the tool's default toggle rates.
